File: config.mk
export PLATFORM = sky130hd
export DESIGN_NAME = servo_moror_driver
export DESIGN_NICKNAME = servo_moror_driver
export VERILOG_FILES = /design/flow/design.v
export SDC_FILE = /design/flow/constraint.sdc
export NUM_CORES = 4
export LEC_CHECK = 1
export CORE_UTILIZATION = 30
File: constraint.sdc
current_design servo_moror_driver

set clk_period 2.8
set clk_io_pct 0.2

create_clock -name clk0 -period $clk_period [get_ports {clk}]

set non_clock_inputs [all_inputs -no_clocks]
set_input_delay [expr $clk_period * $clk_io_pct] -clock clk0 $non_clock_inputs
set_output_delay [expr $clk_period * $clk_io_pct] -clock clk0 [all_outputs]
File: design.v
module controll_car(
    input clk,
    input rst,
    output signal_left,
    output signal_right
);
    servo_motor servo(
        .clk(clk),
        .rst(rst),
        .location_0(5),
        .location_1(5),
        .location_2(5),
        .signal_left(signal_left),
        .signal_right(signal_right)
    );
endmodule
module servo_motor (
    input clk,
    input rst,
    input location_0,
    input location_1,
    input location_2,
    output signal_left,
    output signal_right
);
    wire clk_26;
    reg [1:0] dir;
    reg [10:0] counter, next_counter;
    parameter move = 3'd4;
    clock_divider clk25(.clk(clk), .clk_div(clk_25));
    always @(posedge clk_26) begin
        if (rst) begin
            counter <= 10'd0;
        end else begin
            counter <= next_counter;
        end
    end
    always @(*) begin
        next_counter = counter + 1;
    end
    always @(*) begin
        if (counter < location_0)
            dir = 2'b00;
        else if(counter > location_0 && counter < location_0 + move)
            dir = 2'b01;
        else if(counter > location_0 + move && counter < location_0 + move + location_1)
            dir = 2'b00;
        else if(counter > location_0 + move + location_1 && counter < location_0 + move + location_1 + move)
            dir = 2'b01;
        else if(counter > location_0 + move + location_1 + move && counter < location_0 + move + location_1 + move + location_2)
            dir = 2'b00;
        else if(counter > location_0 + move + location_1 + move + location_2 && counter < location_0 + move + location_1 + move + location_2 + move + move)
            dir = 2'b10;
    end
    servo_motor_driver Ser_1(
        .clk(clk),
        .rst(rst),
        .dir(dir),
        .signal_left(signal_left),
        .signal_right(signal_right)
    );
endmodule
module servo_moror_driver (clk, rst, dir, signal_left, signal_right);
    input clk, rst;
	input [1:0] dir;
	output reg signal_left;
	output reg signal_right;
	reg [29:0] count, count2;
	reg [29:0] dir_count_left, dir_count_right;
	parameter POS = 30'd15_0000;
	parameter NEG = 30'd15_7000;
	parameter STOP = 30'd0;
	parameter WAVELENGTH = 30'd200_0000;
	always @ (posedge clk) begin
		if(rst) begin
			count <= 30'd0;
			signal_left <= 1'b0;
			signal_right <= 1'b0;
		end
		else begin
			count <= (count < WAVELENGTH) ? count + 1'b1 : 30'd0;
			signal_left <= (count < dir_count_left) ? 1'b1 : 1'b0;
			signal_right <= (count < dir_count_right) ? 1'b1 : 1'b0;
		end
	end
	always @ (*) begin
		case(dir)
			2'b01: begin
				dir_count_left = NEG;
				dir_count_right = POS;
			end
			2'b10: begin
				dir_count_left = POS;
				dir_count_right = NEG;
			end
			default: begin
				dir_count_left = STOP;
				dir_count_right = STOP;
			end
		endcase
	end
endmodule
File: run.sh
#!/bin/bash
# OpenROAD 26Q1-2900-gdf79404cd8, Yosys 0.63+post, stock flow scripts
make -C /OpenROAD-flow-scripts/flow DESIGN_CONFIG=/design/flow/config.mk WORK_HOME=/design/flow/orfs finish
==> impl_metrics.csv <==
group,metric,value,unit
outcome,status,"complete, no violations",
synthesis,yosysCellCount,176,
synthesis,synthesis.area,0.00161,sq mm
synthesis,synth.distinct_cells,28,
power,intPower,0.000679,W
route,via_count,1184,
global_route,grt_max_degree,22,
route,totalWireLength,2.78,mm
synthesis,yosysWarnings,1,
floorplan,chipArea,0.00565,sq mm
flow_run,warnings,26,
sta,hold_viol_final,0,
route,drt-initial-drc-count,52,
synthesis,ys_chip_area,0.00161,sq mm
sta,slew_violations,0,
synthesis,synthSimpleGateAreaFrac,0.229,
sta,fin_ws,0.561,ns
global_route,antenna_found_initial,0,
final_layout,syn_to_final_growth,14.0,%
floorplan,fp.dieH,75.2,um
sta,min_period,2.24,ns
flow_run,max_cap_violations,0,
floorplan,ios,6,
final_layout,stdcell_area,0.00183,sq mm
placed_design,dp_hpwl,2.05,mm
placed_design,post-place-ws,0.266,ns
sta,finalClockPeriodUsage,0.799,
placed_design,routabilityCongestion,0.818,
sta,setup_viol,0,
sta,final.setup.tns,0,ns
power,p_switching,0.000174,W
synthesis,mux_share,0,
power,p_clk_frac,0.414,
floorplan,rows,26,
critical_path,crit_slowest_cell,"clkdlybuf4s50_1",
floorplan,chipWidth,75.2,um
synthesis,synth-xor-area-share,0.104,
critical_path,crit_required,3.01,ns
route,diodes,0,
clocking,cts_hold_buf,0,
placed_design,placed_cell_area,0.00174,sq mm
route,wl_per_cell,10.5,um
global_route,grt_pass1_vias,1073,
global_route,grt_overflow,0,
power,swShare,0.204,
sta,skew,0.00334,ns
synthesis,numSynthFlops,32,
sta,max_clock_freq,447,MHz
clocking,root_buffer,"clkbuf_8",
critical_path,start_kind,"input port",
sta,relSlewSlack,0.552,
power,pwr-share-comb,0.041,
synthesis,syn_inst,176,
route,ant_nets,0,
synthesis,ys_sh_adder,0.148,
critical_path,worst-setup-path-type,"input port to flop",
route,vias_per_cell,4.48,
final_layout,n_fill_cell,557,
critical_path,path_max_fanout,4,
critical_path,worstPathArrival,2.45,ns
clocking,htreeDepth,2,
critical_path,cpPeakStageDelay,0.48,ns
route,drcViolationCount,0,
synthesis,topCombFamilyByArea,"simple AND/OR/NAND/NOR gates",
critical_path,cp_cell_sequence,"clkdlybuf4s50_1 > inv_1 > ha_1 > ha_1 > o31a_1 > or4_1 > a21oi_1",
global_route,track_usage,0.117,
power,power_density,466,mW/mm^2
final_layout,drive_above_1_share,0.0567,
power,pwr-share-seq,0.544,
synthesis,avgSynthCellArea,9.12,sq um
synthesis,compound_area_frac,0.0826,
sta,rsz0062_at_grt,"no",
placed_design,io_buffers,5,
floorplan,coreArea,0.00514,sq mm
clocking,cts_sinks,32,
clocking,ctsResizeCount,0,
clocking,clk_pin_slew,0.06,ns
clocking,cts_tree,"yes",
floorplan,initial_core_util,0.312,
clocking,clockBufferDepth,2,
critical_path,cpMostUsedCell,"ha_1",
clocking,clk_latency,0.28,ns
critical_path,cp-end-kind,"flop",
power,ir_drop,0.283,mV
clocking,cts_made_buffers,5,
route,dr.pass1.iters,4,
clocking,cts_setup_buffers,0,
sta,tightest_slew,0.666,ns
power,p_leak,0.710,nW
min_path,hold_path_class,"flop to flop",
global_route,grt_pass1_wl,4.90,mm
synthesis,postSynthSeqShare,0.399,
## stage by stage
stage	total power, W	hold slack [ns]	utilization	cells
finish	0.000852	0.466	0.356	264
global route	0.000895	0.511	0.356	264
CTS	0.000865	0.462	0.356	264
detailed placement	0.000510	0.447	0.338	256
global placement	0.000509	0.439	0.338	256
floorplan	0.000499	0.426	-	184
## worst max-delay path, delay by kind of cell
| family | cells | cell delay (ns) |
|---|---|---|
| AND/OR/NAND/NOR | 1 | 0.48 |
| AND-OR/OR-AND | 2 | 0.34 |
| buffers and inverters | 2 | 0.53 |
| adder cells (fa/ha/maj) | 2 | 0.54 |
## placed cells by master (no fill, tap or decap), types with 9 or more instances in the layout
| master | instances |
|---|---|
| nand3_1 | 12 |
| dfxtp_1 | 32 |
| nor2_1 | 27 |
| a21oi_1 | 9 |
| ha_1 | 19 |
| nand2_1 | 11 |
| conb_1 | 9 |
| xor2_1 | 16 |
## power groups by stage
stage	Combinational, W	Sequential [W]	Clock [W]
6_report	0.0000352	0.000464	0.000353
5_1_grt	0.0000426	0.000464	0.000388
4_1_cts	0.0000356	0.000464	0.000366
## final timing paths
check	end	from	slack, ns	cells past startpoint
hold / removal	count[0]$_SDFF_PP0_	count[0]$_SDFF_PP0_	0.47	1
hold reg to reg	count[0]$_SDFF_PP0_	count[0]$_SDFF_PP0_	0.47	1
setup / recovery	signal_right$_SDFF_PP0_	dir[0]	0.56	7
setup reg to reg	count[16]$_SDFF_PP0_	count[13]$_SDFF_PP0_	0.90	5
## per-layer routing
| layer | GRT usage | vias up | wire (um) |
|---|---|---|---|
| li1 | - | 637 | - |
| met4 | 0.0185 | 0 | 40 |
| met5 | 0 | - | 0 |
| met1 | 0.177 | 524 | 1460 |
| met3 | 0.0244 | 5 | 99 |
| met2 | 0.181 | 18 | 1190 |
## logic make-up after synthesis
family	count (synthesis)
and+or+nand+nor	74
xor gates and xnor gates	19
AOI/OAI and AO/OA	22
buffers and inverters	9
adders and majority gates	19
other	1
DFF	32
## area by class of cell
type	instances	area, sq um	area share
multi-input cells	143	938	0.513
flip-flops and latches	32	641	0.350
clock buffers	8	90.1	0.0492
well taps	70	87.6	0.0479
repair buffers	5	50.0	0.0274
inverters	6	22.5	0.0123
## synthesized netlist by cell type
cell type | instances | area [sq um]
or3_1 | 1 | 6.26
a31oi_1 | 2 | 12.5
nand2_1 | 11 | 41.3
xor2_1 | 16 | 140
nor2_1 | 27 | 101
conb_1 | 1 | 3.75
a21oi_1 | 9 | 45.0
xnor2_1 | 3 | 26.3
or2_2 | 1 | 6.26
buf_6 | 3 | 33.8
or4_1 | 3 | 22.5
inv_1 | 6 | 22.5
nor2b_1 | 4 | 25.0
nor3_1 | 1 | 5.00
o211ai_1 | 1 | 7.51
o21ai_0 | 6 | 30.0
nand3_1 | 12 | 60.1
ha_1 | 19 | 238
or3_4 | 1 | 11.3
dfxtp_1 | 32 | 641
and3_1 | 2 | 12.5
nor2_2 | 1 | 6.26
a211o_2 | 2 | 20.0
nand4b_1 | 2 | 17.5
o31a_1 | 2 | 17.5
nand4_1 | 5 | 31.3
nor4_1 | 2 | 12.5
and4_1 | 1 | 8.76
## sequential cells by signal, summed over array words and instances (netlist names)
name,cells
signal_left,1
count,30
signal_right,1
Power figures rest on the tool's default switching activity, not on a simulated workload.
