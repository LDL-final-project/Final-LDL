$ cat design.v
module clock_divider (clk, clk_div);
  parameter n = 25;
  input clk;
  output clk_div;
  reg [n-1:0] num;
  wire [n-1:0] nxt_num;
  assign nxt_num = num + 1;
  assign clk_div = num[n-1];
  always @ (posedge clk) begin
    num = nxt_num;
  end
endmodule
module debounce (pb_debounced, pb, clk);
  input pb, clk;
  output pb_debounced;
  reg [3:0] shift_reg;
  always @(posedge clk) begin
    shift_reg[3:1] <= shift_reg[2:0];
    shift_reg[0]  <= pb;
  end
  assign pb_debounced = ((shift_reg == 4'b1111) ? 1'b1 : 1'b0);
endmodule
module onepulse (
  input wire rst, clk, pb_debounced,
  output reg pb_1pulse
);
  reg pb_1pulse_nxt, pb_debounced_delay;
  always @(*) begin
    pb_1pulse_nxt = pb_debounced & ~pb_debounced_delay;
  end
  always @(posedge clk, posedge rst) begin
    if (rst) begin
      pb_1pulse <= 1'b0;
      pb_debounced_delay <= 1'b0;
    end else begin
      pb_1pulse <= pb_1pulse_nxt;
      pb_debounced_delay <= pb_debounced;
    end
  end
endmodule
module color(
    input wire clk, rst,
    input wire [9:0] h_cnt,
    input wire [9:0] v_cnt,
    input wire [3:0] color_id,
    output reg [23:0] RGB
  );
  parameter C00 = 24'hEE190E;
  parameter C01 = 24'hF38B39;
  parameter C02 = 24'hF6E12E;
  parameter C03 = 24'hAAF12E;
  parameter C10 = 24'h36982D;
  parameter C11 = 24'h2BB080;
  parameter C12 = 24'h36E5DA;
  parameter C13 = 24'h3BB5EA;
  parameter C20 = 24'h3E7FF2;
  parameter C21 = 24'h3949EE;
  parameter C22 = 24'h4B2FBD;
  parameter C23 = 24'h8139CD;
  parameter C00_s = 24'hF3908B;
  parameter C01_s = 24'hEEB181;
  parameter C02_s = 24'hF5EB93;
  parameter C03_s = 24'hD7EEAF;
  parameter C10_s = 24'h88C384;
  parameter C11_s = 24'h94DFC4;
  parameter C12_s = 24'h9DF7F2;
  parameter C13_s = 24'hA4DDF5;
  parameter C20_s = 24'hA2C0F6;
  parameter C21_s = 24'hA2A9F6;
  parameter C22_s = 24'hAFA1E8;
  parameter C23_s = 24'hC9A9EC;
  always @(*) begin
    if (v_cnt >= 80 && v_cnt < 160 && h_cnt >= 100 && h_cnt < 180) RGB = color_id == 4'd0 ? C00_s : C00;
    else if (v_cnt >= 80 && v_cnt < 160 && h_cnt >= 220 && h_cnt < 300) RGB = color_id == 4'd1 ? C01_s : C01;
    else if (v_cnt >= 80 && v_cnt < 160 && h_cnt >= 340 && h_cnt < 420) RGB = color_id == 4'd2 ? C02_s : C02;
    else if (v_cnt >= 80 && v_cnt < 160 && h_cnt >= 460 && h_cnt < 540) RGB = color_id == 4'd3 ? C03_s : C03;
    else if (v_cnt >= 200 && v_cnt < 280 && h_cnt >= 100 && h_cnt < 180) RGB = color_id == 4'd4 ? C10_s : C10;
    else if (v_cnt >= 200 && v_cnt < 280 && h_cnt >= 220 && h_cnt < 300) RGB = color_id == 4'd5 ? C11_s : C11;
    else if (v_cnt >= 200 && v_cnt < 280 && h_cnt >= 340 && h_cnt < 420) RGB = color_id == 4'd6 ? C12_s : C12;
    else if (v_cnt >= 200 && v_cnt < 280 && h_cnt >= 460 && h_cnt < 540) RGB = color_id == 4'd7 ? C13_s : C13;
    else if (v_cnt >= 320 && v_cnt < 400 && h_cnt >= 100 && h_cnt < 180) RGB = color_id == 4'd8 ? C20_s : C20;
    else if (v_cnt >= 320 && v_cnt < 400 && h_cnt >= 220 && h_cnt < 300) RGB = color_id == 4'd9 ? C21_s : C21;
    else if (v_cnt >= 320 && v_cnt < 400 && h_cnt >= 340 && h_cnt < 420) RGB = color_id == 4'd10 ? C22_s : C22;
    else if (v_cnt >= 320 && v_cnt < 400 && h_cnt >= 460 && h_cnt < 540) RGB = color_id == 4'd11 ? C23_s : C23;
    else RGB = 24'd0;
  end
endmodule
module vga_controller (
    input wire pclk, reset,
    output wire hsync, vsync, valid,
    output wire [9:0] h_cnt,
    output wire [9:0] v_cnt
    );
    reg [9:0]pixel_cnt;
    reg [9:0]line_cnt;
    reg hsync_i,vsync_i;
    parameter HD = 640;
    parameter HF = 16;
    parameter HS = 96;
    parameter HB = 48;
    parameter HT = 800; 
    parameter VD = 480;
    parameter VF = 10;
    parameter VS = 2;
    parameter VB = 33;
    parameter VT = 525;
    parameter hsync_default = 1'b1;
    parameter vsync_default = 1'b1;
    always @(posedge pclk)
        if (reset)
            pixel_cnt <= 0;
        else
            if (pixel_cnt < (HT - 1))
                pixel_cnt <= pixel_cnt + 1;
            else
                pixel_cnt <= 0;
    always @(posedge pclk)
        if (reset)
            hsync_i <= hsync_default;
        else
            if ((pixel_cnt >= (HD + HF - 1)) && (pixel_cnt < (HD + HF + HS - 1)))
                hsync_i <= ~hsync_default;
            else
                hsync_i <= hsync_default; 
    always @(posedge pclk)
        if (reset)
            line_cnt <= 0;
        else
            if (pixel_cnt == (HT -1))
                if (line_cnt < (VT - 1))
                    line_cnt <= line_cnt + 1;
                else
                    line_cnt <= 0;
    always @(posedge pclk)
        if (reset)
            vsync_i <= vsync_default; 
        else if ((line_cnt >= (VD + VF - 1)) && (line_cnt < (VD + VF + VS - 1)))
            vsync_i <= ~vsync_default; 
        else
            vsync_i <= vsync_default; 
    assign hsync = hsync_i;
    assign vsync = vsync_i;
    assign valid = ((pixel_cnt < HD) && (line_cnt < VD));
    assign h_cnt = (pixel_cnt < HD) ? pixel_cnt : 10'd0;
    assign v_cnt = (line_cnt < VD) ? line_cnt : 10'd0;
endmodule
module screen (
  input wire clk, rst,
  input wire [3:0] color_id,
  output wire [3:0] vgaRed,
  output wire [3:0] vgaGreen,
  output wire [3:0] vgaBlue,
  output wire hsync, vsync
);
  wire clk_22, clk_2, clk_16;
  wire valid, dbRst;
  wire [9:0] h_cnt;  
  wire [9:0] v_cnt;  
  wire [23:0] RGB;
  reg  [7:0] Red, Green, Blue;
  clock_divider #(.n (2)) clk2 (.clk (clk), .clk_div (clk_2));
  clock_divider #(.n (22)) clk22 (.clk (clk), .clk_div (clk_22));
  clock_divider #(.n (16)) clk16 (.clk (clk), .clk_div (clk_16));
  debounce db_rst (.pb_debounced (dbRst), .pb (rst), .clk (clk_16));  
  assign {vgaRed, vgaGreen, vgaBlue} = (valid == 1'b1) ? {Red[3:0], Green[3:0], Blue[3:0]} : 12'h0;
  vga_controller   vga_inst(
    .pclk(clk_2),
    .reset(rst),
    .hsync(hsync),
    .vsync(vsync),
    .valid(valid),
    .h_cnt(h_cnt),
    .v_cnt(v_cnt)
  );
  color color_init(
    .clk(clk_22),
    .rst(dbRst),
    .h_cnt(h_cnt),
    .v_cnt(v_cnt),
    .color_id(color_id),
    .RGB(RGB)
  );
  always @(*) begin
    Red = RGB[23:16] >> 4;
    Green = RGB[15:8] >> 4;
    Blue = RGB[7:0] >> 4;    
  end
endmodule
$ cat run.sh
#!/bin/bash
# OpenROAD 26Q1-2900-gdf79404cd8, Yosys 0.63+post, stock flow scripts
make -C /OpenROAD-flow-scripts/flow DESIGN_CONFIG=/design/flow/config.mk WORK_HOME=/design/flow/orfs finish
$ cat config.mk
export PLATFORM = sky130hd
export DESIGN_NAME = screen
export DESIGN_NICKNAME = screen
export VERILOG_FILES = /design/flow/design.v
export SDC_FILE = /design/flow/constraint.sdc
export NUM_CORES = 4
export LEC_CHECK = 1
export CORE_UTILIZATION = 40
$ cat constraint.sdc
current_design screen

set clk_period 2.3
set clk_io_pct 0.2

create_clock -name clk0 -period $clk_period [get_ports {clk}]

set non_clock_inputs [all_inputs -no_clocks]
set_input_delay [expr $clk_period * $clk_io_pct] -clock clk0 $non_clock_inputs
set_output_delay [expr $clk_period * $clk_io_pct] -clock clk0 [all_outputs]
==> impl_metrics.toml <==
# flow metrics
[placement]
dp.cells = 387
gp_routability_congestion = 0.977
portBuffers = 19
pre_cts_slack_ps = -753
detailed_placement_hpwl_mm = 4.54

[floorplan]
dieWidth_um = 76.1
num_io_pins = 20
die_height_um = 76.1
core_util_floorplan = 0.422
chipArea_mm2 = 0.00579
design.core.area_mm2 = 0.00520
rows = 26

[worst_hold_path]
startpoint_of_the_worst_hold_path = "clk2.num[0]$_DFF_P_"
min_delay_path_depth = 1
kind_of_path_behind_the_tightest_hold_check = "reg2reg"
whs_endpoint = "clk2.num[0]$_DFF_P_"

[critical_path]
r2r.worst_path.cells = 1
r2r-start = "clk2.num[1]$_DFF_P_"
worst-endpoint-arrival_ps = 1930
setup.reg_to_reg.worst_slack_ps = 1270
startpoint_type = "input pin"
endpoint_kind = "primary output"
timing.rr.end = "clk2.num[1]$_DFF_P_"
cp.required_ps = 1840
critPathMaxFanout = 6
timing_worst_setup_path_type = "in2out"

[cells_and_area]
fillCellCount = 480
finalNonFillerCells = 395
layout-drive-gt1-share = 0.274
final_util = 0.536
area.growth.synth_to_final_pct = 27.2

[cts]
tritoncts = "built"
clkTransAtPathRegs_ps = 30
clock_tree.htree_level_count = 1
cts-root-to-sink-buffers = 2
post_cts_hold_buffer_count = 0
cts_root_buf = "clkbuf_8"
clock_insertion_delay_worst_skew_ps = 210
numCtsBuffers = 3

[grt]
grt_pass1_wl_mm = 10.4
grt_antenna_before_repair = 0
global_route.overflow_total = 0
gr-usage-all-layers = 0.219
grt_pass1_vias = 2095
grt_start_max_net_pins = 24

[timing]
rsz0062_at_grt = "yes"
relSlewSlack = 0.418
count_of_unclocked_register_or_latch_pins = 22
worst_slack_ps = -93.5
unconstrained_endpoints = 24
period_needed_ps = 2390
max_freq_mhz = 418
timing.final.max_slew_violations = 0
final.setup_skew_ps = 4.01
finalCritPeriodShare = 1.04
max_slew.worst_pin.slew_ps = 865
report.final.hold_viol_count = 0
setup-violations-final = 1

[pwr]
powerDensity_mw_per_mm2 = 91.9
irDropWorstVdd_v = 0.000182
total_power_mw = 0.257
power.static_leakage_nw = 1.13

[yosys]
ys_cells = 292
largest_area_cell = "dfxtp_1"
post_synthesis_mean_instance_area_um2 = 7.52
area_leaders = "dfxtp_1, nor2_1, nand2_1"
ys_area_mm2 = 0.00219
yosysSeqAreaShare = 0.219
yosys.cell_types.count = 62
ranking_of_synthesized_cells_by_instance_count = "nor2_1, dfxtp_1, nand2_1, nand3_1"
synth_top_area_share = 0.219
asyncSetResetFlopFracSynth = 0
yosys_warnings = 7
post_synth_inst_count = 292
netlist_area_mm2 = 0.00219
dominantRegCellSynth = "dfxtp_1"
numSynthFlops = 24
enable_flop_cells = 0
netlist.top_cell.by_instances = "nor2_1"

[routing]
dr_wl_met3_um = 348
detail_route.wirelength_mm = 5.96
wl_met2_mm = 2.58
routed-via-count = 2294
post_drt_wl_per_cell_um = 15.1
route.detailed.drc = 0
vias_per_cell = 5.81
highest-signal-layer = "met4"
first_iter_violations = 251
met1Wirelength_mm = 2.90
detail_route.antenna_diodes = 0
antenna_left = 0
firstDrtPassIters = 4

[outcome]
failed_checks = "negative setup slack"
status = "complete, but fails checks"

[flow_run]
max_cap_violations = 0
tool_warnings = 29
## per-stage QoR
stage / area [um2] / hold slack, ps / TNS [ps]
final: 2790 / 384 / -93.5
after floorplan: 2190 / 364 / 0
after detailed placement: 2540 / 382 / -8050
after global routing: 2790 / 400 / -333
after global placement: 2540 / 371 / -8060
after CTS: 2710 / 386 / -287
## placed cells by master, fill, tap and decap left out, drive strengths merged, types with 9 or more instances in the layout
cell type / instances
nor2: 47
buf: 34
dfxtp: 24
nand2: 22
nand3: 15
o21ai: 15
a21oi: 13
nor3: 12
nand4: 11
xor2: 9
nand2b: 9
## state kept, by name (all words and copies together) (netlist names)
signal / count
clk2.num: 2
vga_inst.hsync_i: 1
vga_inst.line_cnt: 10
vga_inst.pixel_cnt: 10
vga_inst.vsync_i: 1
## metal layers
| metal | vias to the layer above | global-route usage |
|---|---|---|
| met5 | - | 0 |
| met4 | 0 | 0.0462 |
| met3 | 17 | 0.0146 |
| met2 | 85 | 0.336 |
| met1 | 1049 | 0.342 |
| li1 | 1143 | - |
## worst max-delay path by stage
stage | start | to | slack, ps | cells after the start
CTS | color_id[2] | vgaRed[2] | -170 | 8
global route | color_id[2] | vgaGreen[3] | -180 | 7
finish | color_id[2] | vgaGreen[3] | -90 | 7
## worst max-delay path, cell delays in order
cell and delay, ps:
buf_6 110, nand2b_4 160, a211oi_2 190, nand4_1 150, nor4b_1 220, a21boi_1 160, clkdlybuf4s50_1 470
## power breakdown
part,total (mW),switching (mW),internal [mW]
registers,0.0352,0,0.0351
clock network,0.134,0.0239,0.110
logic,0.0872,0.0447,0.0424
## cells by family (layout without fill, tap and decap cells)
family | count (synthesis) | after routing | share of synthesized area
buffers and inverters | 26 | 59 | 0.0656
xor gates and xnor gates | 16 | 16 | 0.0639
AOI/OAI and AO/OA | 73 | 73 | 0.259
and+or+nand+nor | 148 | 148 | 0.365
muxes | 1 | 1 | 0.00456
adders and majority gates | 4 | 4 | 0.0228
DFF | 24 | 24 | 0.219
## cell type report
cell class / instances / area, um2 / share of cell area
clock buffers: 3 / 41.3 / 0.0148
inverters: 8 / 30.0 / 0.0108
multi-input cells: 242 / 1750 / 0.628
flip-flops and latches: 24 / 480 / 0.172
well taps: 70 / 87.6 / 0.0314
repair buffers: 48 / 400 / 0.143
## what timing repair did
action / in CTS / in global routing
pin swaps: 19 / 4
setup buffers: 3 / 2
gates resized: 67 / 15
setup endpoints to repair: 12 / 8
Power figures rest on the tool's default switching activity, not on a simulated workload.
