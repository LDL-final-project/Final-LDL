==> design/flow/config.mk <==
export PLATFORM = sky130hd
export DESIGN_NAME = stepper_motor_driver
export DESIGN_NICKNAME = stepper_motor_driver
export VERILOG_FILES = /design/flow/design.v
export SDC_FILE = /design/flow/constraint.sdc
export NUM_CORES = 4
export LEC_CHECK = 1
export CORE_AREA = 10 10 70 70
export DIE_AREA = 0 0 80 80
==> design/flow/constraint.sdc <==
current_design stepper_motor_driver

set clk_period 1.2
set clk_io_pct 0.2

create_clock -name clk0 -period $clk_period [get_ports {clk}]

set non_clock_inputs [all_inputs -no_clocks]
set_input_delay [expr $clk_period * $clk_io_pct] -clock clk0 $non_clock_inputs
set_output_delay [expr $clk_period * $clk_io_pct] -clock clk0 [all_outputs]
==> design/flow/design.v <==
module stepper_motor(
    input clk,
    input rst,
    output [3:0] red,
    output [3:0] yellow,
    output [3:0] blue,
    output signal_left,
    output signal_right,
    output wire [2:0] led
);
    reg [9:0] freq_for_red, freq_for_yellow, freq_for_blue;
    stepper_motor_individual stepp_ind(
        .clk(clk), .rst(rst),
        .freq_for_red(1), .freq_for_yellow(1), .freq_for_blue(1),
        .red(red), .yellow(yellow), .blue(blue), .led(led),
        .signal_left(signal_left), .signal_right(signal_right)
    );
endmodule
module stepper_motor_individual(
    input clk,
    input rst,
    input [9:0] freq_for_red,
    input [9:0] freq_for_yellow,
    input [9:0] freq_for_blue,
    output [3:0] red,
    output [3:0] yellow,
    output [3:0] blue,
    output signal_left,
    output signal_right,
    output wire [2:0] led
);
    parameter INIT = 3'd0;
    parameter RED = 3'd1;
    parameter RtoY = 3'd2;
    parameter YELLOW = 3'd3;
    parameter YtoB = 3'd4;
    parameter BLUE = 3'd5;
    parameter BtoR = 3'd6;
    parameter depth = 5'd24;
    parameter car_move_time = 5'd7;
    wire clk_19, clk_cnt;
    reg [2:0] state, next_state;
    reg [5:0] count_sec, next_count_sec;
    reg [9:0] count_rnd, next_count_rnd;
    reg en_for_red, en_for_yellow, en_for_blue, en_for_car;
    reg dir_for_motor, dir_for_car;
    clock_divider #(.n(19)) clk19( .clk(clk), .clk_div(clk_19));
    clock_divider #(.n(25)) clkcnt( .clk(clk), .clk_div(clk_cnt));
    always@(posedge clk_cnt, posedge rst) begin
        if (rst) begin
            count_sec <= 6'b0;
            count_rnd <= 10'b0;
        end else begin
            count_sec <= next_count_sec;
            count_rnd <= next_count_rnd;
        end
    end
    always@(posedge clk_19, posedge rst) begin
        if (rst) begin
            state <= INIT;
        end else begin;
            state <= next_state;
        end
    end
    always@* begin
        dir_for_motor = (count_sec <= depth) ? 1'b0 : 1'b1;
    end
    assign led = state;
    always@* begin
        en_for_red = 1'b0;
        en_for_yellow = 1'b0;
        en_for_blue = 1'b0;
        en_for_car = 1'b0;
        dir_for_car = 1'b0;
        next_state = state;
        next_count_sec = count_sec;
        next_count_rnd = count_rnd;
        case(state)
            INIT: begin
                next_state = RED;
                next_count_sec = 6'd0;
                next_count_rnd = 10'd0;
            end
            RED: begin
                if (count_rnd == freq_for_red) begin
                    next_state = RtoY;
                    next_count_rnd = 10'd0;
                    next_count_sec = 6'd0;
                end else begin
                    next_count_sec = (count_sec < depth*2) ? count_sec + 6'd1 : 6'd0;
                    if (count_sec == depth*2) next_count_rnd = count_rnd + 10'd1;
                end
                en_for_red = 1'b1;
            end
            RtoY: begin
                if(count_rnd == 10'd1) begin
                    next_state = YELLOW;
                    next_count_rnd = 10'd0;
                    next_count_sec = 6'd0;
                end else begin
                    next_count_sec = (count_sec < car_move_time) ? count_sec + 6'd1 : 6'd0;
                    if (count_sec == car_move_time) next_count_rnd = count_rnd + 10'd1;
                end
                en_for_car = 1'b1;
                dir_for_car = 1'b1;
            end
            YELLOW: begin
                if (count_rnd == freq_for_yellow) begin
                    next_state = YtoB;
                    next_count_rnd = 10'd0;
                    next_count_sec = 6'd0;
                end else begin
                    next_count_sec = (count_sec < depth*2) ? count_sec + 6'd1 : 6'd0;
                    if (count_sec == depth*2) next_count_rnd = count_rnd + 10'd1;
                end
                en_for_yellow = 1'b1;
            end
            YtoB: begin
                if(count_rnd == 10'd1) begin
                    next_state = BLUE;
                    next_count_rnd = 10'd0;
                    next_count_sec = 6'd0;
                end else begin
                    next_count_sec = (count_sec < car_move_time) ? count_sec + 6'd1 : 6'd0;
                    if (count_sec == car_move_time) next_count_rnd = count_rnd + 10'd1;
                end
                en_for_car = 1'b1;
                dir_for_car = 1'b1;
            end
            BLUE: begin
                if (count_rnd == freq_for_blue) begin
                    next_state = BtoR;
                    next_count_rnd = 10'd0;
                    next_count_sec = 6'd0;
                end else begin
                    next_count_sec = (count_sec < depth*2) ? count_sec + 6'd1 : 6'd0;
                    if (count_sec == depth*2) next_count_rnd = count_rnd + 10'd1;
                end
                en_for_blue = 1'b1;
            end
            BtoR: begin
                if(count_rnd == 10'd1) begin
                    next_state = INIT;
                    next_count_rnd = 10'd0;
                    next_count_sec = 6'd0;
                end else begin
                    next_count_sec = (count_sec < car_move_time*2) ? count_sec + 6'd1 : 6'd0;
                    if (count_sec == car_move_time*2) next_count_rnd = count_rnd + 10'd1;
                end
                en_for_car = 1'b1;
                dir_for_car = 1'b0;
            end
            default: begin
                next_state = INIT;
            end
        endcase
    end
    Servo_Motor servot(
        .clk(clk), .rst(rst), .en(en_for_car), .dir(dir_for_car), .signal_left(signal_left), .signal_right(signal_right)
    );
    stepper_motor_driver motorr(
        .clk(clk_19), .rst(rst), . en(en_for_red), .dir(dir_for_motor), .signal(red)
    );
    stepper_motor_driver motory(
        .clk(clk_19), .rst(rst), . en(en_for_yellow), .dir(dir_for_motor), .signal(yellow)
    );
    stepper_motor_driver motorb(
        .clk(clk_19), .rst(rst), . en(en_for_blue), .dir(dir_for_motor), .signal(blue)
    );
endmodule
module stepper_motor_driver(
    input clk,
    input rst,
    input dir,
    input en,
    output reg [3:0] signal
    );
    parameter sig4 = 3'b001;
    parameter sig3 = 3'b011;
    parameter sig2 = 3'b010;
    parameter sig1 = 3'b110;
    parameter sig0 = 3'b000;
    reg [2:0] present_state, next_state;
    always @ (posedge clk, posedge rst) begin
        if (rst == 1'b1)
            present_state = sig0;
        else 
            present_state = next_state;
    end
    always @ (posedge clk) begin
        if (present_state == sig4)
            signal = 4'b1000;
        else if (present_state == sig3)
            signal = 4'b0100;
        else if (present_state == sig2)
            signal = 4'b0010;
        else if (present_state == sig1)
            signal = 4'b0001;
        else
            signal = 4'b0000;
    end
    always @* begin
        case(present_state)
            sig4: begin
                if (dir == 1'b0 && en == 1'b1)
                    next_state = sig3;
                else if (dir == 1'b1 && en == 1'b1)
                    next_state = sig1;
                else 
                    next_state = sig0;
            end  
            sig3: begin
                if (dir == 1'b0&& en == 1'b1)
                    next_state = sig2;
                else if (dir == 1'b1 && en == 1'b1)
                    next_state = sig4;
                else 
                    next_state = sig0;
            end
            sig2: begin
                if (dir == 1'b0&& en == 1'b1)
                    next_state = sig1;
                else if (dir == 1'b1 && en == 1'b1)
                    next_state = sig3;
                else 
                    next_state = sig0;
            end 
            sig1: begin
                if (dir == 1'b0&& en == 1'b1)
                    next_state = sig4;
                else if (dir == 1'b1 && en == 1'b1)
                    next_state = sig2;
                else 
                    next_state = sig0;
            end
            sig0: begin
                if (en == 1'b1)
                    next_state = sig1;
                else 
                    next_state = sig0;
            end
            default:
                next_state = sig0; 
        endcase
    end
endmodule
==> design/flow/run.sh <==
#!/bin/bash
# OpenROAD 26Q1-2900-gdf79404cd8, Yosys 0.63+post, stock flow scripts
make -C /OpenROAD-flow-scripts/flow DESIGN_CONFIG=/design/flow/config.mk WORK_HOME=/design/flow/orfs finish
==> run summary <==
yosys + openroad results -> CTS tree built, maximum clock path buffer count 2, Diodes inserted 0, # setup viols final 0, Die X approximately 80 um, synthesis area per yosys between 300 and 400 um2, WP data arrival roughly 1200 ps, crit path launch type input pin, I/O Pins 8, DIE HEIGHT roughly 80 um, largest net degree at the start of global routing 7, final core utilization 13.8%, Root Buffer clkbuf_4, max-cap violations 0, Yosys warning total 1, pre-placement core utilization under 10%, Switch Pwr ~0.12 mW, Placed Cells 78, Net Sw Frac 19.4%, Slew Limit Fails 0, routed vias/inst 2.41, Yosys cell types 13, Min-Delay Path Class in -> async, ys cells 24, Synth Seq Share 65.5%, post-detail-place hpwl 438 um, Final Hold Fails 0, crit path max fanout 2, share of the synthesized area in the top cell type about a third, initial antenna violation count 0, Worst-Margin Slew approximately 220 ps, Sink Count 9, CTS buffer count 3, GRT Util Overall 1.35%, critical-path cell list clkdlybuf4s50_1 > mux2_4 > o21a_1, cells after synthesis 24, area grow syn2layout 49.6%, post-CTS sizing 4, clk_skew between 0.7 and 0.8 ps, post-synthesis instance area between 300 and 400 um2, clock latency (worst-skew pair) 250 ps, pre-CTS setup slack -123 ps, final worst-path setup slack 137 ps, Final Instance Area roughly 470 um2, placed cell area between 400 and 500 um2, kind of critical path in -> reg, CP peak stage delay about 500 ps, crit-path leading delay family buffers and inverters, total grt overflow 0, Worst slew margin a little under nine tenths, DRT Pass-1 Iters 2, Fin Hold WS about 200 ps, Residual DRC 0, Reg clk slew, reported paths roughly 50 ps, first-pass GRT wire length 765 um, number of global-route vias before repair ~200, CP Capture Type flip-flop, Setup Fix Bufs, Post-CTS 0, Cell area leaders dfrtp_1 (32%), dfxtp_1 (25%), mux2i_1 (9.5%), dfstp_2 (8.3%), nor2b_1 (7.9%), number of core rows 21, Routed Antenna Nets 0, ys flops 9, f_max around 0.94 GHz, share of layout cells above drive strength 1 about 17%, Detailed Route WL about 520 um, status completed, hold_buf cts 0, min Tclk post-route 1060 ps, Fin Setup TNS 0 ps, critical path's slowest cell clkdlybuf4s50_1, Final Power 0.594 mW, cycle use final 88.6%, DRC violation total after the first TritonRoute iteration 2, Vias slightly below 200, Port-buffer cells 7, worst path bufs/invs 1, drt wl/cell between 6 and 7 um, Logic pwr share about 8.2%, Worst EP required around 1300 ps, post-synth top area cell dfrtp_1, CORE AREA roughly 3400 um2, Finished Layout Cells about 82, clock group share of total power 36.4%, chip area about 6400 um2, Mean Syn Cell Area approximately 13 um2, Seq pwr share between 50 and 60%, OpenROAD warning count 25, htree depth 1, Lkg Pwr between 0.2 and 0.25 nW, routability cong. between 0.6 and 0.7, internal power about 0.48 mW, worst vdd ir around 0.18 mV, RSZ-0062 raised after global routing no, cell area power density between 1000 and 1500 nW/um2
## registers in the layout, summed over array words and instances (netlist names)
register / flops
present_state: 5
signal: 4
## cell type report
type | count | area, um2
Clock buffer | 4 | 26.3
Fill cell | 389 | 2940
Sequential cell | 9 | 206
Timing Repair Buffer | 8 | 72.6
Multi-Input combinational cell | 14 | 105
Tap cell | 46 | 57.6
Inverter | 1 | 3.75
## routing by layer
layer,track usage (%),part of all wire [%],vias to the layer above
li1,-,-,104
met1,1.41,39,89
met2,2.41,50,5
met3,0.227,11,0
met4,0.880,0,0
met5,0,0,-
## power by group through the flow
stage	combinational, mW	clock (mW)	sequential [mW]
final	0.0484	0.216	0.330
after CTS	0.0502	0.227	0.330
after global routing	0.0538	0.257	0.331
## cells in the mapped netlist
library cell	instances
dfxtp_1	4
nor2b_1	4
and2_1	1
inv_1	1
mux2_4	1
nor3b_1	1
nor3_1	1
mux2i_1	3
o21a_1	1
nor2_1	1
a21oi_1	1
dfrtp_1	4
dfstp_2	1
## path summary, 6_finish.rpt
check	from	endpoint	slack [ps]	cells past startpoint
max	dir	present_state[2]$_DFF_PP0_	140	3
min	rst	present_state[2]$_DFF_PP0_	200	2
max reg2reg	present_state[3]$_DFF_PP0_	present_state[2]$_DFF_PP0_	240	2
min reg2reg	present_state[3]$_DFF_PP0_	signal[3]$_SDFF_PP1_	470	0
max in group asynchronous	rst	present_state[0]$_DFF_PP1_	770	2
min in group clk0	present_state[3]$_DFF_PP0_	signal[3]$_SDFF_PP1_	470	0
## logic make-up after synthesis
| family | Yosys count | share of synthesized area (%) |
|---|---|---|
| AOI/OAI and AO/OA | 2 | 3.97 |
| buffers and inverters | 1 | 1.19 |
| DFF | 9 | 65.5 |
| muxes | 4 | 14.3 |
| and+or+nand+nor | 8 | 15.1 |
## cells in the final DEF, fill, tap and decap left out, drive strengths merged
cell type and instances:
o21a 1, nor2 1, mux2i 3, dlygate4sd2 4, nor2b 4, buf 1
clkbuf 4, dfxtp 4, dfstp 1, a21oi 1, dfrtp 4, and2 1
nor3 1, clkdlybuf4s50 3, mux2 1, nor3b 1, inv 1
## worst reg2reg max path, stage by stage (launching register included)
cell and delay (ps):
dfrtp_1 420, mux2_4 280, o21a_1 160
No activity file was given, so power comes from the tool's default toggle rates.
